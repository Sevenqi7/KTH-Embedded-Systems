==> ./design.v <==
module RF #(
    parameter N = 8,
    parameter addressBits = 2
) (
    input logic clk,
    input logic rst_n,
    input logic selectDestinationA,
    input logic selectDestinationB,
    input logic [1:0] selectSource,
    input logic [addressBits-1:0] writeAddress,
    input logic write_en,
    input logic [addressBits-1:0] readAddressA,
    input logic [addressBits-1:0] readAddressB,
    input  logic [N-1:0] A,
    input  logic [N-1:0] B,
    input  logic [N-1:0] C,
    output logic [N-1:0] destination1A,
    output logic [N-1:0] destination2A,
    output logic [N-1:0] destination1B,
    output logic [N-1:0] destination2B
);
    logic [N-1:0] write_data;
    always_comb begin
        case (selectSource)
            2'b01:   write_data = A;
            2'b10:   write_data = B;
            2'b11:   write_data = C;
            default: write_data = 0;
        endcase
    end
    reg [N-1:0] GPR[2**addressBits-1:0];
    always @(posedge clk or negedge rst_n) begin
        if (!rst_n) begin
            GPR[0] <= 0;
            GPR[1] <= $signed(1);
            for (int i = 0; i < N; i++) begin
                GPR[i] <= 0;
            end
        end else if (write_en) begin
            GPR[writeAddress] <= write_data;
        end
    end
    assign destination1A = !selectDestinationA ? GPR[readAddressA] : 0;
    assign destination2A = selectDestinationA ? GPR[readAddressA] : 0;
    assign destination1B = !selectDestinationB ? GPR[readAddressB] : 0;
    assign destination2B = selectDestinationB ? GPR[readAddressB] : 0;
endmodule
==> ./run.sh <==
#!/bin/bash
# OpenROAD 26Q1-2900-gdf79404cd8, Yosys 0.63+post, stock flow scripts
make -C /OpenROAD-flow-scripts/flow DESIGN_CONFIG=/design/flow/config.mk WORK_HOME=/design/flow/orfs finish
==> ./config.mk <==
export PLATFORM = sky130hd
export DESIGN_NAME = RF
export DESIGN_NICKNAME = RF
export VERILOG_FILES = /design/flow/design.v
export SDC_FILE = /design/flow/constraint.sdc
export NUM_CORES = 4
export LEC_CHECK = 1
export CORE_UTILIZATION = 40
==> ./constraint.sdc <==
current_design RF

set clk_period 1.6
set clk_io_pct 0.2

create_clock -name clk0 -period $clk_period [get_ports {clk}]

set non_clock_inputs [all_inputs -no_clocks]
set_input_delay [expr $clk_period * $clk_io_pct] -clock clk0 $non_clock_inputs
set_output_delay [expr $clk_period * $clk_io_pct] -clock clk0 [all_outputs]
==> CHANGELOG.md <==
## Implementation

* Boundary Pins at 69
* Max-cap violations at 0
* Fin. max-slew vios at 0
* Largest net degree at the start of global routing at 33
* Setup tns final at -5.13 ns
* DRC viols at 0
* Worst Skew at 0 ns
* Clock Tree Buf Depth at 2
* Clk latency late pin at 0.28 ns
* Clock Sinks at 32
* Crit path DRT at 1.28 ns
* Reg2Reg Setup Slack at 0.55 ns
* Switching part of the total power at 0.267
* Most flops, register: GPR
* Final wirelength at 5070 um
* CTS tree: built
* Biggest regs: GPR x32
* Area Growth Syn to Fin at 55.5%
* First-pass iteration count of the detailed router at 5
* Tool warning count at 27
* Synthesized area at 0.00199 sq mm
* PortBufs at 68
* Internal power at 2.04 mW
* Initial antenna violation count at 0
* Routed wire per std cell at 14.2 um
* ANT nets after route at 0
* Hold-fix buffers at CTS at 0
* CP max FO at 2
* Die Ht at 72.6 um
* Gate power share at 0.389
* GPL Wtd Cong at 0.832
* Reg-to-Reg Start: GPR[1][7]
* Cts bufs inserted at 5
* Min-delay worst type: input pin to async pin
* Worst vdd ir at 0.533 mV
* Worst-path clk slew at 0.06 ns
* # rows at 25
* Share of layout cells above drive strength 1 at 0.469
* Final hold vios at 0
* Comb area at 0.00114 sq mm
* Slew margin rel. at 0.642
* Number of global-route vias before repair at 1,814
* Arr. time, crit path at 1.54 ns
* Cell count after synthesis at 181
* GR Util All Layers at 0.223
* Final setup margin at -0.257 ns
* First-pass GRT wire length at 8670 um
* Outcome: finished with violations
* Die X-Extent at 72.6 um
* Starting DRT DRC Count at 57
* RSZ-0062 raised after global routing: true
* DR vias at 1,794
* Root buffer cell: clkbuf_8
* Number of flip-flops in the largest register at 32
* DP HPWL at 3640 um
* Violated checks: setup timing
* Final core utilization at 0.652
* Core footprint at 0.00475 sq mm
* Crit Path Category: register to output port
* Total congestion overflow at 0
* Achievable Freq at 538 MHz
* Cell Type Count at 17
* Syn Area/Cell at 11.0 sq um
* Reg power frac at 0.387
* Worst-margin pin slew at 0.537 ns
* CP startpoint kind: register
* Worst Reg-to-Reg Cells at 5
* Antenna Cells at 0
* Tmin final at 1.86 ns
* Clock Power Share at 0.224
* DR vias/cell at 5.03
* R2r endpoint: GPR[1][7]
* FF/Latch Area at 801 sq um
* WHS at 0.432 ns
* Chip Area, Yosys at 0.00199 sq mm
* Synth Seq Share at 0.402
* Worst setup EP type: output port
* Psw at 0.741 mW
* Max H-tree Level at 2
* Cell Pwr Density at 896 mW/mm^2
* Total power at 2.78 mW
* Ys Warns at 2
* Final setup vio count at 32
* Chip area at 0.00527 sq mm
* Ys cells at 181
* Initial Util at 0.419
* Filler Cell Count at 379
* Static leakage at 1.38 nW
* Registers, synthesis at 32
* Final period util at 1.16
## cell usage after synthesis
cell	number	area share
a21oi_1	32	0.080
a22oi_2	8	0.050
and2_1	16	0.050
and3_1	1	0.0031
and3b_1	2	0.0088
buf_2	4	0.010
buf_4	5	0.019
buf_6	3	0.017
clkbuf_1	2	0.0038
clkbuf_2	2	0.0050
dfrtp_1	32	0.40
mux2_2	7	0.040
mux2_4	1	0.0075
mux4_2	16	0.18
nor2_1	32	0.060
nor2b_1	17	0.053
nor3b_4	1	0.0094
## critical path, stage by stage (launching register included)
cell,delay [ns]
dfrtp_1,0.41
buf_6,0.13
mux4_2,0.47
and2_1,0.15
buf_2,0.10
## placed cells by master (no fill, tap or decap), drive strengths merged
master	Yosys	final
clkdlybuf4s50	0	32
a21oi	32	32
a22oi	8	8
mux2	8	8
buf	12	83
mux4	16	16
nor3b	1	1
nor2b	17	17
and3	1	1
and2	16	16
clkbuf	4	8
and3b	2	2
nor2	32	32
dfrtp	32	32
dlygate4sd2	0	2
## power groups by stage
stage	combinational [mW]	clock [mW]	sequential, mW
CTS	1.04	0.628	1.07
global route	1.20	0.672	1.09
finish	1.08	0.621	1.08
## logic make-up (layout without fill, tap and decap cells)
family,after synthesis,count (layout),synth area share
mux,24,24,0.228
compound gates,40,40,0.131
flops,32,32,0.402
simple gates,69,69,0.185
buf+inv,16,125,0.0546
## worst max-delay path by stage
| stage | from | end |
|---|---|---|
| final | GPR[3][6] | destination2B[6] |
| after global routing | GPR[1][6] | destination2B[6] |
| after CTS | GPR[3][6] | destination2B[6] |
## through the flow
stage	setup slack, ns	area [sq um]	std cells
floorplan	0.191	1990	181
finish	-0.257	3100	357
CTS	-0.251	3070	355
global route	-0.311	3100	357
detailed placement	-0.789	2910	323
global placement	-0.778	2910	323
## what timing repair did
action,CTS,global route
resized,122,6
buffers inserted,24,2
pin swaps,16,1
setup endpoints to repair,64,32
## area by class of cell
cell class	instances	share of cell area
flip-flops and latches	32	0.258
multi-input cells	133	0.367
well taps	67	0.0270
repair buffers	117	0.318
clock buffers	8	0.0291
## per-layer routing
layer | wire length (um) | global-route usage
met1 | 2240 | 0.350
met2 | 2210 | 0.326
met3 | 551 | 0.0882
met4 | 67 | 0.0218
met5 | 0 | 0
Power is estimated from default activity; no workload was simulated.
