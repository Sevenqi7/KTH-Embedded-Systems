`flow/constraint.sdc`:
```
current_design mul_16bits

set clk_period 16.4
set clk_io_pct 0.2

create_clock -name clk0 -period $clk_period

set non_clock_inputs [all_inputs -no_clocks]
set_input_delay [expr $clk_period * $clk_io_pct] -clock clk0 $non_clock_inputs
set_output_delay [expr $clk_period * $clk_io_pct] -clock clk0 [all_outputs]
```
`flow/run.sh`:
```
#!/bin/bash
# OpenROAD 26Q1-2900-gdf79404cd8, Yosys 0.63+post, stock flow scripts
make -C /OpenROAD-flow-scripts/flow DESIGN_CONFIG=/design/flow/config.mk WORK_HOME=/design/flow/orfs finish
```
`flow/config.mk`:
```
export PLATFORM = sky130hd
export DESIGN_NAME = mul_16bits
export DESIGN_NICKNAME = mul_16bits
export VERILOG_FILES = /design/flow/design.v
export SDC_FILE = /design/flow/constraint.sdc
export NUM_CORES = 4
export LEC_CHECK = 1
export CORE_UTILIZATION = 50
```
`flow/design.v`:
```
module mul_4bits (
    input  logic [3:0] A,   
    input  logic [3:0] B,   
    output logic [7:0] P    
);
    assign P = A * B;
endmodule
module mul_8bits (
    input  logic [7:0] A,    
    input  logic [7:0] B,    
    output logic [15:0] P     
);
    logic [7:0] partial_product[3:0];
    mul_4bits mult0(.A(A[3:0]),   .B(B[3:0]),   .P(partial_product[0])); 
    mul_4bits mult1(.A(A[7:4]),   .B(B[3:0]),   .P(partial_product[1])); 
    mul_4bits mult2(.A(A[3:0]),   .B(B[7:4]),   .P(partial_product[2])); 
    mul_4bits mult3(.A(A[7:4]),   .B(B[7:4]),   .P(partial_product[3])); 
    assign P = partial_product[0] + {partial_product[1], 4'b0} + {partial_product[2], 4'b0} + {partial_product[3], 4'b0};
endmodule
module mul_16bits (
    input  logic [15:0] A,    
    input  logic [15:0] B,    
    output logic [31:0] P     
);
    logic [15:0] partial_product [3:0];
    logic [39:0] imm0, imm1;
    mul_8bits mult0(.A(A[7:0]),   .B(B[7:0]),   .P(partial_product[0])); 
    mul_8bits mult1(.A(A[15:8]),  .B(B[7:0]),   .P(partial_product[1])); 
    mul_8bits mult2(.A(A[7:0]),   .B(B[15:8]),  .P(partial_product[2])); 
    mul_8bits mult3(.A(A[15:8]),  .B(B[15:8]),  .P(partial_product[3])); 
    assign P = partial_product[0] + {partial_product[1], 8'b0} + {partial_product[2], 8'b0} + {partial_product[3], 16'b0};
endmodule 
```
==> impl_metrics.csv <==
group,metric,value,unit
worst_setup_path,crit_top_cell,"inv_1",
drt,dr_wl_met2,10700,um
placed_design,globalplace.congestion,0.880,
finish,drive_gt1_share,2.25,%
cts,hold_buffers,0,
min_path,hold_path.class,"input pin to output port",
drt,drc_errors,0,
final_timing,setup_violations,0,
floorplan,fp-utilization,51.4,%
drt,via_per_inst,4.99,
final_timing,max_clock_freq,65.0,MHz
worst_setup_path,critical_path_required,13.12,ns
floorplan,die_w,149,um
final_timing,final_hold_viol_count,0,
synth,yosys_cells,1328,
floorplan,die-area,0.0223,mm^2
global_route,overflow,0,
final_timing,post-route-period-util,93.8,%
global_route,antenna_found_initial,0,
worst_setup_path,worstPathArrival,12.10,ns
finish,area_growth,9.11,%
final_timing,min_period,15.38,ns
worst_setup_path,path_class,"input pin to output port",
global_route,grt_start_max_net_pins,17,
final_timing,fin_tns_setup,0,ns
worst_setup_path,cp-start-kind,"input pin",
worst_setup_path,worstSetupStartpoint,"B[3]",
worst_setup_path,worstPathMaxFanout,16,
drt,wl_met1,11900,um
worst_setup_path,worst_setup_path_end_kind,"output port",
synth,syn_inst,1328,
drt,drt_iter0_drc,266,
finish,flop_area,0,um^2
cts,cts_resized,0,
final_timing,rsz0062_at_grt,"no",
run,warnings,32,
drt,ant_nets,0,
drt,wl,23600,um
drt,vias,8240,
global_route,first_global_vias,8280,
run,max_cap_violations,0,
cts,cts_setup_buffers,0,
floorplan,io_pins,64,
synth,synth_area,0.0109,mm^2
global_route,grt.total_usage,24.3,%
global_route,grt_pass1_wl,40800,um
final_timing,slew_viol_final,0,
worst_setup_path,path_buffers,8,
drt,top_layer,"met4",
floorplan,std_cell_rows,53,
final_timing,max-slew-margin-rel,49.7,%
worst_setup_path,slowest_stage,"clkdlybuf4s50_1",
status,status,"complete, no violations",
worst_setup_path,crit_family,"adder cells",
synth,synth.avg_cell_area,8.18,um^2
worst_setup_path,critPathMaxStageDelay,0.82,ns
placed_design,numPortBuffers,63,
final_timing,whs,7.96,ns
drt,post_drt_wl_per_cell,14.3,um
synth,yosysUniqueCellTypes,49,
synth,ys_area,0.0109,mm^2
drt,firstDrtPassIters,4,
synth,ys_seq_share,0,%
drt,antennaDiodeCount,0,
drt,met3_length,981,um
finish,ff_count,0,
synth,synth_warnings,4,
min_path,hold_start,"B[0]",
floorplan,die_y,149,um
floorplan,design.core.area,0.0212,mm^2
finish,clkbuf_count,0,
final_timing,tightest_slew,0.746,ns
placed_design,dp_hpwl,19800,um
-- per-stage QoR --
step	cells	cell area [um^2]	util [%]	setup WS, ns
2_1_floorplan	1328	10900	-	3.08
3_3_place_gp	1652	11900	56.1	1.11
3_5_place_dp	1652	11900	56.1	1.07
4_1_cts	1652	11900	56.1	1.05
5_1_grt	1652	11900	56.1	0.519
6_report	1652	11900	56.1	1.02
-- cells in the final DEF (no fill, tap or decap), types with 4 or more instances in the layout --
master / instances
nand3_1: 10
nor2b_1: 7
o21a_1: 11
a21oi_1: 75
clkdlybuf4s50_1: 63
o21bai_1: 21
a211oi_1: 4
nand4_1: 4
nor2_1: 26
buf_4: 19
xor2_1: 51
and2_1: 148
nand2_1: 120
xnor2_1: 61
ha_1: 256
a21bo_2: 4
inv_1: 275
fa_1: 125
a21o_1: 42
nor3_1: 6
o21ai_0: 9
-- worst paths after layout --
path  endpoint  slack [ns]  depth (start not counted)
max      P[30]        1.02                         31
min       P[0]        7.96                          3
-- cells in the mapped netlist, types with 2 or more instances --
| library cell | number | share of area, % |
|---|---|---|
| xnor2_1 | 61 | 4.9 |
| fa_1 | 125 | 23 |
| o211ai_1 | 3 | 0.21 |
| nor2b_1 | 7 | 0.40 |
| and3b_1 | 2 | 0.16 |
| a211o_1 | 2 | 0.16 |
| nor3_1 | 6 | 0.28 |
| clkbuf_1 | 32 | 1.1 |
| xor2_1 | 51 | 4.1 |
| nand4_1 | 4 | 0.23 |
| and3_1 | 3 | 0.17 |
| a21bo_2 | 4 | 0.37 |
| a211oi_1 | 4 | 0.28 |
| a21boi_0 | 3 | 0.21 |
| o21bai_1 | 21 | 1.5 |
| nor2_1 | 26 | 0.90 |
| nor3b_1 | 2 | 0.14 |
| o41a_1 | 2 | 0.21 |
| o21ai_0 | 9 | 0.41 |
| ha_1 | 256 | 29 |
| o211a_1 | 2 | 0.18 |
| o21a_1 | 11 | 0.76 |
| a21oi_1 | 75 | 3.5 |
| or2_2 | 2 | 0.12 |
| nand2_1 | 120 | 4.1 |
| inv_1 | 275 | 9.5 |
| a21o_1 | 42 | 2.9 |
| and2_1 | 148 | 8.5 |
| nand3_1 | 10 | 0.46 |
-- tightest hold or removal path, cell delays in order --
cell and delay, ns:
clkdlybuf4s50_1 0.71, and2_1 0.29, clkdlybuf4s50_1 0.39
-- layout make-up --
class              count  area, um^2
multi-input cells   1020        9710
fillers             2021        9300
inverters            275        1030
repair buffers        82         773
well taps            275         344
-- cells by family after synthesis --
kind of cell | after synthesis | synth area share, %
other | 1 | 0.0345
adders and majority gates | 381 | 52.5
and+or+nand+nor | 339 | 16.3
buffers and inverters | 308 | 10.7
xor gates and xnor gates | 112 | 9.03
AOI/OAI and AO/OA | 187 | 11.5
-- routing by layer --
metal  vias to the layer above  GRT usage [%]
li1                       4322              -
met1                      3801           37.1
met2                       113           39.7
met3                         4           3.48
met4                         0          0.612
met5                         -              0
