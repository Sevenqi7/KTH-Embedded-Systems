<file path="./constraint.sdc">
current_design q4_top

set clk_period 4.5
set clk_io_pct 0.2

create_clock -name clk0 -period $clk_period [get_ports {clk}]

set non_clock_inputs [all_inputs -no_clocks]
set_input_delay [expr $clk_period * $clk_io_pct] -clock clk0 $non_clock_inputs
set_output_delay [expr $clk_period * $clk_io_pct] -clock clk0 [all_outputs]
</file>
<file path="./config.mk">
export PLATFORM = sky130hd
export DESIGN_NAME = q4_top
export DESIGN_NICKNAME = q4_top
export VERILOG_FILES = /design/flow/design.v
export SDC_FILE = /design/flow/constraint.sdc
export NUM_CORES = 4
export LEC_CHECK = 1
export CORE_UTILIZATION = 30
</file>
<file path="./design.v">
module q4_top #(
    parameter unsigned A = 3,
    parameter unsigned B = 4,
    parameter unsigned C = 3,
    parameter unsigned D = 2,
    parameter unsigned E = 1,
    parameter unsigned addr_width = 4
) (
    input logic clk,
    input logic rst_n,
    input logic start,
    output logic idle,
    output logic [addr_width-1 : 0] address,
    output logic overflow
);
    enum logic [1:0] {
        idle_state,
        fst_itr,
        sec_itr
    } state;
    integer i, j;
    always_ff @(posedge clk) begin
        if (!rst_n) begin
            state <= idle_state;
            i <= 0;
            j <= 0;
        end else begin
            case (state)
                idle_state: begin
                    if (start) begin
                        state <= sec_itr;
                    end else begin
                        i <= 0;
                        j <= 0;
                        state <= idle_state;
                    end
                end
                fst_itr: begin
                    if (i < (C - 1)) begin
                        i <= i + 1;
                        j <= 0;
                        state <= sec_itr;
                    end else begin
                        state <= idle_state;
                    end
                end
                sec_itr: begin
                    if (j < (B - 1)) begin
                        j <= j + 1;
                        if (j == (B - 2)) begin
                            state <= fst_itr;
                        end
                    end else begin
                        state <= sec_itr;
                    end
                end
            endcase
        end
    end
    assign idle = (state == idle_state);
    assign {overflow, address} = idle ? 0 : A + D * j + E * i;
endmodule
</file>
<file path="./run.sh">
#!/bin/bash
# OpenROAD 26Q1-2900-gdf79404cd8, Yosys 0.63+post, stock flow scripts
make -C /OpenROAD-flow-scripts/flow DESIGN_CONFIG=/design/flow/config.mk WORK_HOME=/design/flow/orfs finish
</file>
==> results.yml <==
# flow metrics
yosys:
  synthesis.area_um2: 3600
  synth_cell_types: 47
  yosysChipArea_um2: 3600
  simple_gate_share_pct: 32.6
  syn_avg_cell_area_um2: 8.09
  top_area_cell: "dfxtp_1"
  synthTopLogicFamily: "simple AND/OR/NAND/NOR gates"
  synthAoiAreaFrac_pct: 13.5
  edf_count: 0
  async_flop_share_pct: 0
  ys.flop_type: "dfxtp_1"
  top_area_share_pct: 37.3
  yosys_warnings: 1
  synth_cells: 445
  ys_sh_xor_pct: 8.52
  synth_seq_share_pct: 37.3
  top_cells_by_area: "dfxtp_1 37%, xor2_1 6.3%, nor2_1 4.8%"
  ys_sh_adder_pct: 3.68
  synth-seq-cells: 67
  mux_area_share_pct: 0.278
  ys_cells: 445
sta:
  hold_violations: 0
  maxSlewViolCount: 0
  fmax_mhz: 301
  whs_ps: 497
  worst_pin_slew_ps: 777
  maxSlewHeadroom_pct: 47.7
  period_needed_ps: 3320
  final.setup.worst_slack_ps: 1180
  setup_tns_ps: 0
  setup_viol: 0
  rsz0062_at_grt: "false"
  finalClockPeriodUsage_pct: 73.7
  skew_ps: 7.88
place:
  place.gp.congestion: 0.802
  hpwl_um: 5490
  port_buffers: 8
  pre_cts_ws_ps: 1260
critical_path:
  endpoint_kind: "output pin"
  slowest_stage: "clkdlybuf4s50_1"
  crit_required_ps: 3600
  crit_type: "flop to output pin"
  arrival_ps: 2420
  critPathLaunchType: "flop"
  crit_chain: "inv_1, ha_1, inv_1, ha_1, inv_1, fa_1, xor2_1, nor2_1, clkdlybuf4s50_1"
  cp_common_cell: "inv_1"
  crit_path_max_incr_delay_ps: 460
  worstPathMaxFanout: 5
clocking:
  cts_resized: 0
  root_buffer: "clkbuf_16"
  cts_buffers: 9
  clock_path_buffers: 2
  post-cts-setup-buffers: 0
  hold_buffers: 0
  htree_levels: 3
  cts.sinks: 67
  clock_latency_ps: 340
  cts_tree: "done"
  clkTransAtPathRegs_ps: 50
run:
  tool_warnings: 26
  maxCapViolCount: 0
power:
  sw_frac_of_total_pct: 19.8
  power.leakage_nw: 1.42
  seqPwrFrac_pct: 41.3
  finalPower_w: 0.00146
  powerDensity_nw_per_um2: 348
  p_sw_w: 0.000288
  p_comb_share_pct: 3.3
  p_int_w: 0.00117
  clkPwrFrac_pct: 55.4
  vdd_drop_max_mv: 0.173
cells_and_area:
  final_cell_mix: "67 x dfxtp_1, 46 x nor2_1, 33 x nand3_1"
  syn2layout_area_growth_pct: 16.3
  final_util_pct: 36.2
  drive_gt1_share_pct: 6.58
  mostFrequentLayoutCell: "dfxtp_1"
detailed_routing:
  n_antenna_cell: 0
  first_pass_iters: 46
  ant_nets: 0
  wl_per_cell_um: 13.7
  wirelength_um: 8200
  viasPerCell: 5.46
  drc: 1
  dr.first_iter.drc_count: 220
  vias: 3270
die:
  die_y_um: 112
  placementRows: 39
  die_area_um2: 12400
  dieWidth_um: 112
  ios: 9
  fp_util_pct: 31.1
  core_region_area_um2: 11600
min_path:
  hold_path.class: "flop to flop"
global_routing:
  track_usage_pct: 13.6
  grt_pass1_wl_um: 14000
  grt_pass1_vias: 2871
  gr-total-overflow: 0
  grt_max_degree: 30
  antenna_found_initial: 0
run_status:
  outcome: "complete, but fails checks"
  violations: "design-rule violations"
## flip-flops by register name, indices dropped and copies added, names as in the netlist
register / cells
j: 32
i: 32
state: 3
## per-layer routing
layer	track usage, %	wire length [um]	part of all wire [%]
met1	20.8	4070	50
met2	20.3	3540	43
met3	2.55	427	5.2
met4	3.33	167	2.0
met5	0	0	0
## synth_stat cells, types with 2 or more instances
cell type and n:
or2_1 2, a21oi_1 25, dfxtp_1 67, o21a_1 2
xnor2_1 9, and3_1 12, and4_1 3, buf_2 3
nor3_1 6, or3_1 13, and2_1 2, nor4_1 21
o21ai_0 15, inv_1 17, o31a_1 2, o31ai_1 12
nand2_1 30, a31o_2 3, ha_1 9, nand4_1 20
o21ai_1 2, or4_1 17, xor2_1 26, nor2_1 46
nand3_1 33, o211ai_1 5, nand3b_1 2, nand2b_1 4
a21boi_0 2, clkbuf_1 15, nor2b_1 4
## worst max-delay path: cells and delay by family (launching register included)
family,cells,cell delay [ps]
and+or+nand+nor,1,80
DFF,1,410
xor gates and xnor gates,1,160
adders and majority gates,3,810
buffers and inverters,4,630
## cell type report
class,instances,area [um2]
clock inverters,5,100
well taps,143,179
multi-input cells,341,2130
repair buffers,15,133
inverters,17,63.8
clock buffers,11,243
flip-flops and latches,67,1340
fillers,1118,7380
## stage by stage
step / cell area (um2) / std cells
after floorplan: 3600 / 445
after global routing: 4190 / 599
final: 4190 / 599
after global placement: 3840 / 583
after detailed placement: 3840 / 583
after CTS: 4190 / 599
## power groups by stage
stage     Combinational [W]  Sequential (W)  Clock, W
4_1_cts           0.0000490        0.000601  0.000820
5_1_grt           0.0000542        0.000601  0.000850
6_report          0.0000484        0.000601  0.000806
## cells by family after synthesis
logic type                 count (synthesis)
DFF                                       67
adders and majority gates                 10
muxes                                      1
AOI/OAI and AO/OA                         76
and+or+nand+nor                          219
buffers and inverters                     37
xor gates and xnor gates                  35
## path summary, 6_finish.rpt
check / to / startpoint / slack [ps] / depth (start not counted)
max: address[3] / i[1] / 1180 / 9
min: j[29] / j[29] / 500 / 2
max reg2reg: j[18] / i[11] / 1790 / 7
min reg2reg: j[29] / j[29] / 500 / 2
Power is estimated from default activity; no workload was simulated.
